==> flow/design.v <==
module HD63701V0_M6
(
 input 	       CLKx2,  
 input 	       RST,  
 input 	       NMI,  
 input 	       IRQ,  
 output        RW,  
 output [15:0] AD,  
 output [7:0]  DO,  
 input [7:0]   DI,  
 input [7:0]   PI4,  
 input [7:0]   PI1,  
 output [7:0]  PO1,  
 input [4:0]   PI2,  
 output [7:0]  PO2   
);
assign PO2 = te?{PO2I[7:5],txd,PO2I[3:0]}:PO2I;      
wire [7:0] 	  PO2I;
wire [15:0] ADI;
wire [7:0] PO3;   
wire [7:0] PO4;   
assign AD = (PO2I[7:5] == 3'b111)?{ PO4, PO3 }:ADI;  
 TODO: include mode (POI[7:5]) here
wire en_birom = (ADI[15:12]==4'b1111);			 
wire [7:0] biromd;
MCU_BIROM irom( CLKx2, ADI[11:0], biromd );
wire		  en_biram;
wire [7:0] biramd;
HD63701_BIRAM biram( CLKx2, ADI, RW, DO, en_biram, biramd );
wire		  en_biio;
wire [7:0] biiod;
HD63701_IOPort iopt( RST, CLKx2, ADI, RW, DO, en_biio, biiod, PI1, PI2, DI, PI4, PO1, PO2I, PO3, PO4 );
wire		  irq2_sci;
wire		  txd;
wire		  te;
wire		  en_bisci;
wire [7:0] biscid;
HD63701_SCI sci( RST, CLKx2, ADI, RW, DO, PI2[3], txd, te, irq2_sci, en_bisci, biscid );
wire		  irq2_tim;
wire		  en_bitim;
wire [7:0] bitimd;
HD63701_Timer timer( RST, CLKx2, ADI, RW, DO, irq2_tim, en_bitim, bitimd );
wire [7:0] biddi;
HD63701_BIDSEL bidsel
(
 biddi,
 en_birom, biromd,
 en_biram, biramd,
 en_biio , biiod, 
 en_bisci, biscid,
 en_bitim, bitimd,
 DI
 );
HD63701_Core core
  (
   .CLKx2(CLKx2),.RST(RST),
   .NMI(NMI),.IRQ(IRQ),.IRQ2_TIM(irq2_tim),.IRQ2_SCI(irq2_sci),
   .RW(RW),.AD(ADI),.DO(DO),.DI(biddi)
   );
endmodule
module HD63701_BIDSEL 
(
 output [7:0] o,
 input 	      e0, input [7:0] d0,
 input 	      e1, input [7:0] d1,
 input 	      e2, input [7:0] d2,
 input 	      e3, input [7:0] d3,
 input 	      e4, input [7:0] d4,
 input [7:0]  dx
);
assign o = e0 ? d0 :
	   e1 ? d1 :
	   e2 ? d2 :
	   e3 ? d3 :
	   e4 ? d4 :
	   dx;
endmodule
module HD63701_BIRAM
(
 input 		  mcu_clx2,
 input [15:0] 	  mcu_ad,
 input 		  mcu_wr,
 input [7:0] 	  mcu_do,
 output 	  en_biram,
 output reg [7:0] biramd
);
assign en_biram = (mcu_ad[15: 7]==9'b000000001);	 
wire [6:0] biad = mcu_ad[6:0];
reg [7:0] bimem[0:127];
always @( posedge mcu_clx2 ) begin
	if (en_biram & mcu_wr) bimem[biad] <= mcu_do;
	else biramd <= bimem[biad];
end
endmodule
module HD63701_IOPort
(
 input 		  mcu_rst,
 input 		  mcu_clx2,
 input [15:0] 	  mcu_ad,
 input 		  mcu_wr,
 input [7:0] 	  mcu_do,
 output 	  en_io,
 output [7:0] 	  iod,
 input [7:0] 	  PI1,
 input [4:0] 	  PI2,
 input [7:0] 	  PI3,
 input [7:0] 	  PI4,
 output [7:0] 	  PO1,
 output [7:0] 	  PO2,
 output [7:0] 	  PO3,
 output [7:0] 	  PO4
);
   assign PO1 = (~DDR1) | PO1R;
   assign PO2 = ({3'b000, ~DDR2}) | PO2R;
   assign PO3 = (~DDR3) | PO3R;
   assign PO4 = (~DDR4) | PO4R;
   reg [7:0] 	  DDR1;
   reg [4:0] 	  DDR2;
   reg [7:0] 	  DDR3;
   reg [7:0] 	  DDR4;
   reg [7:0] 	  PO1R;   
   reg [7:0] 	  PO2R;
   reg [7:0] 	  PO3R;   
   reg [7:0] 	  PO4R;
always @( posedge mcu_clx2 or posedge mcu_rst ) begin
   if (mcu_rst) begin
      DDR1 <= 8'h00;
      DDR2 <= 5'h00;      
      DDR3 <= 8'h00;
      DDR4 <= 8'h00;      
      PO2R[7:5] <= PI2[2:0];
   end
   else begin
      if (mcu_wr) begin
	 if (mcu_ad==16'h0) DDR1 <= mcu_do;
	 if (mcu_ad==16'h1) DDR2 <= mcu_do[4:0];
	 if (mcu_ad==16'h2) PO1R <= mcu_do;
	 if (mcu_ad==16'h3) PO2R[4:0] <= mcu_do[4:0];
	 if (mcu_ad==16'h4) DDR3 <= mcu_do;
	 if (mcu_ad==16'h5) DDR4 <= mcu_do;
	 if (mcu_ad==16'h6) PO3R <= mcu_do;
	 if (mcu_ad==16'h7) PO4R <= mcu_do;
      end
   end
end  
assign en_io = (mcu_ad[15:3] == 13'h0);
assign iod = 
	     (mcu_ad==16'h0) ? DDR1 : 
	     (mcu_ad==16'h1) ? {3'hF,DDR2} : 
	     (mcu_ad==16'h2) ? PI1 : 
	     (mcu_ad==16'h3) ? {3'hF,PI2}:
	     (mcu_ad==16'h4) ? DDR3 : 
	     (mcu_ad==16'h5) ? DDR4 : 
	     (mcu_ad==16'h6) ? PI3 :
	     PI4;
endmodule
module HD63701_SCI
(
 input 	      mcu_rst,
 input 	      mcu_clx2,
 input [15:0] mcu_ad,
 input 	      mcu_wr,
 input [7:0]  mcu_do,
 input 	      rx,
 output reg   tx,
 output       te,
 output       mcu_irq2_sci,
 output       en_sci,
 output [7:0] iod
);
   reg [7:0]  RMCR;    
   reg [7:0]  TRCSR;   
   reg [7:0]  RDR;     
   reg [7:0]  TDR;     
   reg 	      RDRF;    
   reg 	      TDRE;    
   reg 	      ORFE;    
   reg 	      last_rx;
   reg [8:0]  rxsr;    
   reg [7:0]  rxcnt;   
   reg [11:0] txcnt;   
   reg [8:0]  txsr;
   reg        clr_rd;
   reg        clr_td;
   always @( posedge mcu_clx2 or posedge mcu_rst ) begin
      if (mcu_rst) begin
	 RMCR  <= 8'h00;
	 TRCSR <= 8'h00;
	 RDR   <= 8'h00;
	 TDR   <= 8'h00;
	 TDRE  <= 1'b1;
	 RDRF  <= 1'b0;
	 ORFE  <= 1'b0;
	 clr_rd <= 1'b0;
	 clr_td <= 1'b0;
	 last_rx <= 1'b1;
	 rxcnt <= 8'h00;
	 txcnt <= 12'h000;
	 rxsr <= 9'h1ff;
	 txsr <= 9'h000;
	 tx <= 1'b1;
      end
      else begin
	 if(en_sci && !mcu_wr) begin
	    if (mcu_ad==16'h11) {clr_rd, clr_td} <= 2'b11;
	    if (mcu_ad==16'h12 && clr_rd) begin
	        RDRF <= 1'b0;
	        ORFE <= 1'b0;
	        clr_rd <= 1'b0;
	    end
	 end
	 if(re) begin
	    last_rx <= rx;
	    rxcnt <= rxcnt + 1;	 
	    if((rxsr == 9'h1ff) && last_rx && !rx)
	       rxcnt <= 8'h00;	    
	    if(rxcnt == 8'd128) begin
	       rxsr <= { rx, rxsr[8:1] };
	       if(rxsr[0] == 1'b0) begin
		  if(rx == 1'b1) begin
		     rxsr <= 9'h1ff;
		     if (RDRF == 1'b1) ORFE <= 1'b1;  
		     else RDR <= rxsr[8:1];
		     RDRF <= 1'b1;
		     clr_rd <= 1'b0;
		  end else begin
		     ORFE <= 1'b1;
		     RDR <= rxsr[8:1];
		  end
	       end
	    end
	 end
	 if (mcu_wr) begin
	    if (mcu_ad==16'h10) RMCR <= mcu_do;
	    if (mcu_ad==16'h11) TRCSR <= mcu_do;
	    if (mcu_ad==16'h13) begin
	       if (clr_td) begin
	         TDRE <= 1'b0;
	         clr_td <= 1'b0;
	       end
	       TDR <= mcu_do;
	    end
	 end
	 txcnt <= txcnt + 1;
	 if(txcnt == 12'haff) txcnt <= 12'h000;
	 if(txcnt[7:0] == 8'hff) begin
	    if((txsr == 9'h000) && !TDRE && txcnt == 12'haff) begin
	       TDRE <= 1'b1;
	       txcnt <= 12'h000;         
	       txsr <= { 1'b1, TDR };  
	       tx <= 1'b0;	       
	       clr_td <= 1'b0;
	    end
	    if(txsr != 9'h000) begin
	       tx <= txsr[0];
	       txsr <= { 1'b0, txsr[8:1] };
	    end
	 end
      end
   end
   wire [7:0] TRCSR_O = { RDRF, ORFE, TDRE, TRCSR[4:1], 1'b0 };
   wire       wu = TRCSR[0];    
   assign     te = TRCSR[1];    
   wire       tie = TRCSR[2];   
   wire       re = TRCSR[3];    
   wire       rie = TRCSR[4];   
   assign mcu_irq2_sci = (rie && (RDRF | ORFE)) || (tie && TDRE); 
   assign en_sci = (mcu_ad[15:2] == 14'h004);
   assign iod = (mcu_ad==16'h10) ? RMCR :
		(mcu_ad==16'h11) ? TRCSR_O :
		(mcu_ad==16'h12) ? RDR :
		TDR;
endmodule
module HD63701_Timer
(
	input			 mcu_rst,
	input			 mcu_clx2,
	input [15:0] mcu_ad,
	input 		 mcu_wr,
	input  [7:0] mcu_do,
	output		 mcu_irq2_tim,
	output		 en_timer,
	output [7:0] timerd
);
reg		  oci, oce;
reg [15:0] ocr, icr;
reg [16:0] frc;
reg  [7:0] frt;
reg  [7:0] rmc;
always @( posedge mcu_clx2 or posedge mcu_rst ) begin
	if (mcu_rst) begin
		oce <= 0;
		ocr <= 16'hFFFF;
		icr <= 16'hFFFF;
		frc <= 0;
		frt <= 0;
		rmc <= 8'h40;
	end
	else begin
		frc <= frc+1;
		if (mcu_wr) begin
			case (mcu_ad)
				16'h08: oce <= mcu_do[3];
				16'h09: frt <= mcu_do;
				16'h0A: frc <= {frt,mcu_do,1'h0};
				16'h0B: ocr[15:8] <= mcu_do;
				16'h0C: ocr[ 7:0] <= mcu_do;
				16'h0D: icr[15:8] <= mcu_do;
				16'h0E: icr[ 7:0] <= mcu_do;
				16'h14: rmc <= {mcu_do[7:6],6'h0};
				default:;
			endcase
		end
	end
end
always @( negedge mcu_clx2 or posedge mcu_rst ) begin
	if (mcu_rst) begin
		oci <= 1'b0;
	end
	else begin
		case (mcu_ad)
			16'h0B: oci <= 1'b0;
			16'h0C: oci <= 1'b0;
			default: if (frc[16:1]==ocr) oci <= 1'b1;
		endcase
	end
end
assign mcu_irq2_tim  = oci & oce;
assign en_timer = ((mcu_ad>=16'h8)&(mcu_ad<=16'hE))|(mcu_ad==16'h14);
assign   timerd = (mcu_ad==16'h08) ? {1'b0,oci,2'b10,oce,3'b000}:
		  (mcu_ad==16'h09) ? frc[16:9] :
		  (mcu_ad==16'h0A) ? frc[ 8:1] :
		  (mcu_ad==16'h0B) ? ocr[15:8] :
		  (mcu_ad==16'h0C) ? ocr[ 7:0] :
		  (mcu_ad==16'h0D) ? icr[15:8] :
		  (mcu_ad==16'h0E) ? icr[ 7:0] :
		  (mcu_ad==16'h14) ? rmc :
		  8'h0;
endmodule
==> flow/run.sh <==
#!/bin/bash
# OpenROAD 26Q1-2900-gdf79404cd8, Yosys 0.63+post, stock flow scripts
make -C /OpenROAD-flow-scripts/flow DESIGN_CONFIG=/design/flow/config.mk WORK_HOME=/design/flow/orfs finish
==> flow/config.mk <==
export PLATFORM = sky130hd
export DESIGN_NAME = HD63701_BIRAM
export DESIGN_NICKNAME = HD63701_BIRAM
export VERILOG_FILES = /design/flow/design.v
export SDC_FILE = /design/flow/constraint.sdc
export NUM_CORES = 4
export LEC_CHECK = 1
export CORE_UTILIZATION = 50
==> flow/constraint.sdc <==
current_design HD63701_BIRAM

set clk_period 19.1
set clk_io_pct 0.2

create_clock -name clk0 -period $clk_period [get_ports {mcu_clx2}]

set non_clock_inputs [all_inputs -no_clocks]
set_input_delay [expr $clk_period * $clk_io_pct] -clock clk0 $non_clock_inputs
set_output_delay [expr $clk_period * $clk_io_pct] -clock clk0 [all_outputs]
==> notes.md <==
Latest figures from synthesis and place and route.

The run finished with clean final reports. The via count of the first global-routing pass came to about 25000. The most used logic cell in the final layout is edfxtp_1. The switching fraction of total power is between 20 and 25%. The detail-routed via count per cell is 6.612.

The floorplan utilization is 50.71%. The launch point of the worst hold path is bimem[11][7]. The number of different library cells used by synthesis comes to around 64. The remaining max-slew budget at the tightest pin is around 18%.

Setup repair after global routing left no endpoint under its margin. The count of buffers added on input and output ports is 34. The maximum frequency from static timing analysis is 108.1 MHz. On met1, the global router reports a usage of 45.40%. The worst-case IR drop observed on VDD is 71.25 uV. Summing over the stages, the warning tally comes to 26.

Walking the worst path, the cells encountered are clkdlybuf4s50_1 > nor4_1 > nand2_1 > nor4b_2 > clkdlybuf4s50_1. The critical path data required time is around 15 ns. Routability-driven placement finished with a final weighted congestion of between 0.9 and 1.

The clock share of power is 41.7%. The synthesis report names the predominant flop master as edfxtp_1. OpenSTA lists the critical path startpoint as mcu_ad[11]. The global-route wire length before repair is 174300 um. The cell that appears most often on the critical path is clkdlybuf4s50_1.

The clock tree root buffer cell is clkbuf_16. The area of the core is just under 80000 um^2. The wire length per cell after detailed routing is 32.87 um. met2 is the most crowded layer. The clock slew seen by the registers of the worst setup and hold paths is 0.07 ns. The top cell type by total area after synthesis is edfxtp_1. The finished cells cover 45260 um^2. In this run the core area contains 103 standard-cell rows. The post-CTS setup-driven buffer insertion count is 0.

The number of maximum-capacitance violations recorded for the run is 0. The insertion delay at the late pin of the worst-skew pair is 0.69 ns. The post-cts sizing count is 0.

The top cell types in the final layout, fill and taps aside, are 1032 x edfxtp_1, 176 x nor2_1, 139 x a221oi_1, 139 x mux2i_1, 130 x a21oi_1. Counting along the longest clock path gives a buffer depth of 3. The share of the yosys chip area belonging to registers is approximately three quarters. The cell total in the yosys stat output is 2450. Entering global routing, the biggest net connects 90 pins. In the final report, the number of hold violations comes to 0. The TritonCTS clock tree is built.

The critical path start-end classification is in2out. Per STA, the highest per-stage delay on the worst path measures around 0.52 ns. The clock period minus worst slack is 9.250 ns. The element type at the critical path end is an output pin. The share of layout cells above drive strength 1 is 12.27%. The number of clock sinks is 1032. OpenROAD reports that the post-layout worst path occupies 48.43% of the period. Per the OpenROAD power report, leakage power amounts to 14.37 nW. The detail route stage leaves a number of antenna-violating nets equal to 0. The cts-stage hold buffer count is 0. The part of the total power dissipated in combinational logic is 5.9%.

The number of clock buffers added by TritonCTS is 106. The proportion of power drawn by flip-flops and latches is 52.4%. Counting the warning lines in the Yosys log gives 3.

In this run the cell area of the synthesized design comes to around 40000 um^2. The worst path buffer plus inverter count is 2. For reference, the top cells by area after synthesis are edfxtp_1 77%, mux2i_1 3.5%, a221oi_1 3.0%.

The final route contains 24160 vias. In this run, synthesis inferred 1032 flip-flops with an integrated enable. The count of mapped cells out of synthesis is 2450. The vertical die dimension is 285.8 um. According to the hold report, the worst path is of the reg2reg type. The global-route total usage across every layer is 33.40%. The detailed router finished its first iteration with 1959 violations. The wire length recorded after detailed routing is between 100000 and 150000 um. The detailed-router iteration count before antenna repair is 6. The net switching power in the latest report is ~1.1 mW. The total count of max-transition violations in the final report is 0. The cell family contributing the most delay on the critical path is buffers and inverters. met2 track demand over resource after global routing is 45.90%. The data arrival time reported for the critical path is 5.43 ns. The global route stage reports its total congestion overflow as 0. The number of antenna violations at the first check in global routing is 3.

The number of synthesized register bits is 1032. The ratio of total power to cell area is 105.3 nW/um^2. Dividing the synthesized area by the synthesized cell count gives 16.43 um^2. The setup clock skew after layout is approximately 0.028 ns. The worst slack at placement is 9.836 ns.

Looking at the reg2reg group, the worst path starts from bimem[27][6]. The fraction of synthesis flops using an asynchronous set or reset pin is 0%. The end-of-flow timing check tallies setup violations at 0. The internal power is 3.708 mW. The area growth from synthesis to layout is 12.42%. The slowest stage of the critical path is the clkdlybuf4s50_1 cell. After synthesis, the largest area contributor takes up between 70% and 80% of total cell area. The least setup slack across all paths after layout is 9.850 ns. met3 track demand over resource after global routing is around 24%. The number of top-level pins is 35. The largest fanout on the critical path is 3. The number of H-tree levels is 3. TritonRoute reported its final design rule violation total as 0. The chip area line in the Yosys stat output reads 40260 um^2. The die area is 81660 um^2. The element type at the critical path start is an input port. The placement-stage cell area is 41890 um^2. Summed over all nets, the half-perimeter wirelength after detailed placement is 71340 um. The actual transition at the worst max-transition pin is 1.231 ns. The die is 285.8 um wide. The total negative setup slack is 0 ns.
[state kept, by name, summed over array words and instances (netlist names)]
signal	cells
bimem	1024
biramd	8
[cells by family after synthesis]
logic type,Yosys count,share of synthesized area (%)
flops,1032,76.98
compound gates,707,12.59
simple gates,350,3.773
buf+inv,190,2.197
mux,171,4.463
[path summary, 6_finish.rpt]
| path | to | slack (ns) | cells after the start |
|---|---|---|---|
| worst max-delay path | en_biram | 9.85 | 5 |
| worst min-delay path | biramd[7] | 0.90 | 4 |
| worst max register to register | biramd[6] | 16.21 | 7 |
| worst min register to register | biramd[7] | 0.90 | 4 |
[cell usage after synthesis (all sizes together) (6+ instances only)]
cell type	n
nand2b	10
a22o	73
mux2i	139
a221oi	141
mux2	28
a222oi	6
buf	118
and2	6
nand3	24
nor2b	13
a22oi	100
clkbuf	68
nand2	79
a31oi	15
o22ai	77
a21oi	130
a211oi	8
o21ai	78
a221o	10
edfxtp	1032
nor3	15
o22a	10
nor2	178
o221ai	19
[power by group through the flow]
stage         Clock (mW)  Combinational [mW]  Sequential (mW)
CTS                 2.01               0.274             2.50
global route        2.10               0.294             2.50
finish              1.99               0.279             2.50
[cell type report]
type                            instances  area, um^2
Inverter                                4       15.01
Antenna cell                            4       10.01
Tap cell                             1050        1314
Fill cell                            5995       34130
Clock inverter                         69       605.6
Clock buffer                          127        2753
Sequential cell                      1032       30990
Timing Repair Buffer                  140        1139
Multi-Input combinational cell       1228        8432
[layer usage]
layer | wire [um] | vias up | part of all wire (%)
met5 | 100 | - | 0.083
met4 | 4606 | 6 | 3.8
met3 | 20590 | 282 | 17
met2 | 54240 | 1740 | 45
met1 | 40570 | 11960 | 34
li1 | - | 10170 | -
[per-stage QoR]
step	utilization [%]	total power, mW	hold slack (ns)	instances
after floorplan	-	2.676	0.7283	2450
after global placement	52.77	2.816	0.8718	3454
after detailed placement	52.77	2.818	0.8659	3454
after CTS	57.00	4.783	0.8978	3650
after global routing	57.00	4.891	0.9298	3650
final	57.01	4.764	0.9035	3654
[worst min-delay path: stages (launching register included)]
cell      delay (ns)
edfxtp_1        0.32
a221oi_1        0.10
o32ai_1         0.13
o21ai_0         0.16
nand3_1         0.11
Power figures rest on the tool's default switching activity, not on a simulated workload.
